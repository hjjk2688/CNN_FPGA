## flow/design.v

```verilog
module conv2_calc_1 (
    input                       clk,
    input                       rst_n,
    input   signed                    valid_out_buf,
    input    signed   [11:0]          data_out1_0, data_out1_1, data_out1_2, data_out1_3, data_out1_4,
                                data_out1_5, data_out1_6, data_out1_7, data_out1_8, data_out1_9,
                                data_out1_10, data_out1_11, data_out1_12, data_out1_13, data_out1_14,
                                data_out1_15, data_out1_16, data_out1_17, data_out1_18, data_out1_19,
                                data_out1_20, data_out1_21, data_out1_22, data_out1_23, data_out1_24,
    input     signed  [11:0]          data_out2_0, data_out2_1, data_out2_2, data_out2_3, data_out2_4,
                                data_out2_5, data_out2_6, data_out2_7, data_out2_8, data_out2_9,
                                data_out2_10, data_out2_11, data_out2_12, data_out2_13, data_out2_14,
                                data_out2_15, data_out2_16, data_out2_17, data_out2_18, data_out2_19,
                                data_out2_20, data_out2_21, data_out2_22, data_out2_23, data_out2_24,
    input     signed  [11:0]          data_out3_0, data_out3_1, data_out3_2, data_out3_3, data_out3_4,
                                data_out3_5, data_out3_6, data_out3_7, data_out3_8, data_out3_9,
                                data_out3_10, data_out3_11, data_out3_12, data_out3_13, data_out3_14,
                                data_out3_15, data_out3_16, data_out3_17, data_out3_18, data_out3_19,
                                data_out3_20, data_out3_21, data_out3_22, data_out3_23, data_out3_24,
    output reg signed [13:0]    conv_out_calc,
    output reg                  valid_out_calc
);
    localparam P_STAGES = 7;  
    function signed [7:0] get_w1(input [4:0] addr);
        case(addr)
            5'd00: get_w1 = 8'sh30; 5'd01: get_w1 = 8'sh45; 5'd02: get_w1 = 8'sh44; 5'd03: get_w1 = 8'sh30; 5'd04: get_w1 = 8'sh26; 
            5'd05: get_w1 = 8'sh30; 5'd06: get_w1 = 8'sh2e; 5'd07: get_w1 = 8'sh32; 5'd08: get_w1 = 8'sh1f; 5'd09: get_w1 = 8'sh08; 
            5'd10: get_w1 = 8'sh29; 5'd11: get_w1 = 8'sh16; 5'd12: get_w1 = 8'sh0e; 5'd13: get_w1 = 8'shf0; 5'd14: get_w1 = 8'shdc; 
            5'd15: get_w1 = 8'sh03; 5'd16: get_w1 = 8'sheb; 5'd17: get_w1 = 8'she6; 5'd18: get_w1 = 8'shea; 5'd19: get_w1 = 8'shde; 
            5'd20: get_w1 = 8'shbe; 5'd21: get_w1 = 8'shf0; 5'd22: get_w1 = 8'shf6; 5'd23: get_w1 = 8'shff; 5'd24: get_w1 = 8'shfa; 
            default: get_w1 = 8'sh00;
        endcase
    endfunction
    function signed [7:0] get_w2(input [4:0] addr);
        case(addr)
            5'd00: get_w2 = 8'shfe; 5'd01: get_w2 = 8'sh03; 5'd02: get_w2 = 8'shef; 5'd03: get_w2 = 8'sh06; 5'd04: get_w2 = 8'shfd; 
            5'd05: get_w2 = 8'shef; 5'd06: get_w2 = 8'shfa; 5'd07: get_w2 = 8'sh0b; 5'd08: get_w2 = 8'sh17; 5'd09: get_w2 = 8'sh2d; 
            5'd10: get_w2 = 8'shea; 5'd11: get_w2 = 8'shfe; 5'd12: get_w2 = 8'sh24; 5'd13: get_w2 = 8'sh28; 5'd14: get_w2 = 8'sh35; 
            5'd15: get_w2 = 8'sh04; 5'd16: get_w2 = 8'shfd; 5'd17: get_w2 = 8'sh03; 5'd18: get_w2 = 8'sh11; 5'd19: get_w2 = 8'sh0b; 
            5'd20: get_w2 = 8'she2; 5'd21: get_w2 = 8'shdc; 5'd22: get_w2 = 8'shf4; 5'd23: get_w2 = 8'sh0a; 5'd24: get_w2 = 8'sh0e; 
            default: get_w2 = 8'sh00;
        endcase
    endfunction
    function signed [7:0] get_w3(input [4:0] addr);
        case(addr)
            5'd00: get_w3 = 8'sh0b; 5'd01: get_w3 = 8'sh31; 5'd02: get_w3 = 8'sh46; 5'd03: get_w3 = 8'sh40; 5'd04: get_w3 = 8'sha6; 
            5'd05: get_w3 = 8'sh05; 5'd06: get_w3 = 8'sh35; 5'd07: get_w3 = 8'sh29; 5'd08: get_w3 = 8'shd7; 5'd09: get_w3 = 8'sha0; 
            5'd10: get_w3 = 8'sh28; 5'd11: get_w3 = 8'sh2d; 5'd12: get_w3 = 8'shed; 5'd13: get_w3 = 8'shcf; 5'd14: get_w3 = 8'sh00; 
            5'd15: get_w3 = 8'sh3f; 5'd16: get_w3 = 8'shcd; 5'd17: get_w3 = 8'she5; 5'd18: get_w3 = 8'shf6; 5'd19: get_w3 = 8'sh0e; 
            5'd20: get_w3 = 8'sh0b; 5'd21: get_w3 = 8'shde; 5'd22: get_w3 = 8'sh10; 5'd23: get_w3 = 8'sh09; 5'd24: get_w3 = 8'sh0e; 
            default: get_w3 = 8'sh00;
        endcase
    endfunction
    reg [11:0] p1_s0[0:24], p2_s0[0:24], p3_s0[0:24];
    reg signed [19:0] product1_s1[0:24], product2_s1[0:24], product3_s1[0:24];
    reg signed [21:0] sum1_s2[0:12], sum2_s2[0:12], sum3_s2[0:12];
    reg signed [21:0] sum1_s3[0:6],  sum2_s3[0:6],  sum3_s3[0:6];
    reg signed [21:0] sum1_s4[0:3],  sum2_s4[0:3],  sum3_s4[0:3];
    reg signed [21:0] sum1_s5[0:1],  sum2_s5[0:1],  sum3_s5[0:1];
    reg signed [22:0] sum1_s6, sum2_s6, sum3_s6;
    reg signed [23:0] final_sum_s7;
    reg [P_STAGES-1:0] valid_pipe;
    integer i;  
    always @(posedge clk) begin
        if (!rst_n) begin
            valid_pipe <= 0;
            valid_out_calc <= 0;
            conv_out_calc <= 0;
            final_sum_s7 <= 0;
        end else begin
            valid_pipe <= {valid_pipe[P_STAGES-2:0], valid_out_buf};
            valid_out_calc <= valid_pipe[P_STAGES-1];
            if (valid_out_buf) begin
                p1_s0[0] <= data_out1_0; p1_s0[1] <= data_out1_1; p1_s0[2] <= data_out1_2; p1_s0[3] <= data_out1_3; p1_s0[4] <= data_out1_4;
                p1_s0[5] <= data_out1_5; p1_s0[6] <= data_out1_6; p1_s0[7] <= data_out1_7; p1_s0[8] <= data_out1_8; p1_s0[9] <= data_out1_9;
                p1_s0[10] <= data_out1_10; p1_s0[11] <= data_out1_11; p1_s0[12] <= data_out1_12; p1_s0[13] <= data_out1_13; p1_s0[14] <= data_out1_14;
                p1_s0[15] <= data_out1_15; p1_s0[16] <= data_out1_16; p1_s0[17] <= data_out1_17; p1_s0[18] <= data_out1_18; p1_s0[19] <= data_out1_19;
                p1_s0[20] <= data_out1_20; p1_s0[21] <= data_out1_21; p1_s0[22] <= data_out1_22; p1_s0[23] <= data_out1_23; p1_s0[24] <= data_out1_24;
                p2_s0[0] <= data_out2_0; p2_s0[1] <= data_out2_1; p2_s0[2] <= data_out2_2; p2_s0[3] <= data_out2_3; p2_s0[4] <= data_out2_4;
                p2_s0[5] <= data_out2_5; p2_s0[6] <= data_out2_6; p2_s0[7] <= data_out2_7; p2_s0[8] <= data_out2_8; p2_s0[9] <= data_out2_9;
                p2_s0[10] <= data_out2_10; p2_s0[11] <= data_out2_11; p2_s0[12] <= data_out2_12; p2_s0[13] <= data_out2_13; p2_s0[14] <= data_out2_14;
                p2_s0[15] <= data_out2_15; p2_s0[16] <= data_out2_16; p2_s0[17] <= data_out2_17; p2_s0[18] <= data_out2_18; p2_s0[19] <= data_out2_19;
                p2_s0[20] <= data_out2_20; p2_s0[21] <= data_out2_21; p2_s0[22] <= data_out2_22; p2_s0[23] <= data_out2_23; p2_s0[24] <= data_out2_24;
                p3_s0[0] <= data_out3_0; p3_s0[1] <= data_out3_1; p3_s0[2] <= data_out3_2; p3_s0[3] <= data_out3_3; p3_s0[4] <= data_out3_4;
                p3_s0[5] <= data_out3_5; p3_s0[6] <= data_out3_6; p3_s0[7] <= data_out3_7; p3_s0[8] <= data_out3_8; p3_s0[9] <= data_out3_9;
                p3_s0[10] <= data_out3_10; p3_s0[11] <= data_out3_11; p3_s0[12] <= data_out3_12; p3_s0[13] <= data_out3_13; p3_s0[14] <= data_out3_14;
                p3_s0[15] <= data_out3_15; p3_s0[16] <= data_out3_16; p3_s0[17] <= data_out3_17; p3_s0[18] <= data_out3_18; p3_s0[19] <= data_out3_19;
                p3_s0[20] <= data_out3_20; p3_s0[21] <= data_out3_21; p3_s0[22] <= data_out3_22; p3_s0[23] <= data_out3_23; p3_s0[24] <= data_out3_24;
            end
            for (i = 0; i < 25; i = i + 1) begin
                product1_s1[i] <= $signed(p1_s0[i]) * get_w1(i);
                product2_s1[i] <= $signed(p2_s0[i]) * get_w2(i);
                product3_s1[i] <= $signed(p3_s0[i]) * get_w3(i);
            end
            for (i=0; i<12; i=i+1) sum1_s2[i] <= product1_s1[2*i] + product1_s1[2*i+1];
            sum1_s2[12] <= product1_s1[24];
            for (i=0; i<6; i=i+1) sum1_s3[i] <= sum1_s2[2*i] + sum1_s2[2*i+1];
            sum1_s3[6] <= sum1_s2[12];
            sum1_s4[0] <= sum1_s3[0] + sum1_s3[1]; sum1_s4[1] <= sum1_s3[2] + sum1_s3[3]; sum1_s4[2] <= sum1_s3[4] + sum1_s3[5]; sum1_s4[3] <= sum1_s3[6];
            sum1_s5[0] <= sum1_s4[0] + sum1_s4[1]; sum1_s5[1] <= sum1_s4[2] + sum1_s4[3];
            sum1_s6 <= sum1_s5[0] + sum1_s5[1];
            for (i=0; i<12; i=i+1) sum2_s2[i] <= product2_s1[2*i] + product2_s1[2*i+1];
            sum2_s2[12] <= product2_s1[24];
            for (i=0; i<6; i=i+1) sum2_s3[i] <= sum2_s2[2*i] + sum2_s2[2*i+1];
            sum2_s3[6] <= sum2_s2[12];
            sum2_s4[0] <= sum2_s3[0] + sum2_s3[1]; sum2_s4[1] <= sum2_s3[2] + sum2_s3[3]; sum2_s4[2] <= sum2_s3[4] + sum2_s3[5]; sum2_s4[3] <= sum2_s3[6];
            sum2_s5[0] <= sum2_s4[0] + sum2_s4[1]; sum2_s5[1] <= sum2_s4[2] + sum2_s4[3];
            sum2_s6 <= sum2_s5[0] + sum2_s5[1];
            for (i=0; i<12; i=i+1) sum3_s2[i] <= product3_s1[2*i] + product3_s1[2*i+1];
            sum3_s2[12] <= product3_s1[24];
            for (i=0; i<6; i=i+1) sum3_s3[i] <= sum3_s2[2*i] + sum3_s2[2*i+1];
            sum3_s3[6] <= sum3_s2[12];
            sum3_s4[0] <= sum3_s3[0] + sum3_s3[1]; sum3_s4[1] <= sum3_s3[2] + sum3_s3[3]; sum3_s4[2] <= sum3_s3[4] + sum3_s3[5]; sum3_s4[3] <= sum3_s3[6];
            sum3_s5[0] <= sum3_s4[0] + sum3_s4[1]; sum3_s5[1] <= sum3_s4[2] + sum3_s4[3];
            sum3_s6 <= sum3_s5[0] + sum3_s5[1];
            final_sum_s7 <= sum1_s6 + sum2_s6 + sum3_s6;
            if (valid_pipe[P_STAGES-1]) begin
                conv_out_calc <= ($signed(final_sum_s7) >>> 7) + 8'shcf;
            end
        end
    end
endmodule
```

## flow/run.sh

```bash
#!/bin/bash
# OpenROAD 26Q1-2900-gdf79404cd8, Yosys 0.63+post, stock flow scripts
make -C /OpenROAD-flow-scripts/flow DESIGN_CONFIG=/design/flow/config.mk WORK_HOME=/design/flow/orfs finish
```

## flow/config.mk

```make
export PLATFORM = sky130hd
export DESIGN_NAME = conv2_calc_1
export DESIGN_NICKNAME = conv2_calc_1
export VERILOG_FILES = /design/flow/design.v
export SDC_FILE = /design/flow/constraint.sdc
export NUM_CORES = 4
export LEC_CHECK = 1
export CORE_UTILIZATION = 30
```

## flow/constraint.sdc

```tcl
current_design conv2_calc_1

set clk_period 76.8
set clk_io_pct 0.2

create_clock -name clk0 -period $clk_period [get_ports {clk}]

set non_clock_inputs [all_inputs -no_clocks]
set_input_delay [expr $clk_period * $clk_io_pct] -clock clk0 $non_clock_inputs
set_output_delay [expr $clk_period * $clk_io_pct] -clock clk0 [all_outputs]
```

==> flow_summary.json <==
{
  "outcome": "finished, final reports clean",
  "wl_per_cell_um": 16.9,
  "finalMaxSlewViolations": 0,
  "final-setup-viol-count": 0,
  "vdd_drop_max_uv": 29.0,
  "worstMarginPinSlew_ns": 0.960,
  "slew_headroom": 0.358,
  "hold_path_class": "reg2reg",
  "insertion_delay_ns": 1.06,
  "tool_warnings": 180,
  "track_usage": 0.142,
  "grt_pass1_wl_um": 863000,
  "initialDrtViolationCount": 7362,
  "drive_above_1_share": 0.0413,
  "synth_cell_type_count": 86,
  "synth-seq-cells": 3811,
  "syn_area_mm2": 0.248,
  "gp_routability_congestion": 0.908,
  "core_area_mm2": 0.822,
  "synth_cells": 20724,
  "clock-root-buffer": "clkbuf_16",
  "clk_path_buf_depth": 4,
  "grt_overflow": 0,
  "dp_cells": 32589,
  "vias": 151400,
  "comb_area_mm2": 0.122,
  "netlist.area_leader.share": 0.457,
  "finalSetupTns_ns": 0,
  "htreeDepth": 5,
  "lay_top_count": "edfxtp_1",
  "skew_ns": 0.107,
  "ant_nets": 0,
  "yosysWarningCount": 19,
  "finalNonFillerCells": 33389,
  "cp.arrival_ns": 21.39,
  "area_growth_pct": 15.4,
  "rsz0062_at_grt": "false",
  "grt_start_max_net_pins": 126,
  "setup.worst_path.end_class": "flip-flop",
  "grt_pass1_vias": 150650,
  "topCellsByArea": "edfxtp_1 46%, ha_1 18%, fa_1 7.2%",
  "num_io_pins": 918,
  "numCtsBuffers": 434,
  "firstDrtPassIters": 7,
  "synth.yosys.seq_area_share": 0.460,
  "finalCriticalPeriod_ns": 20.76,
  "rr_worst_depth": 15,
  "edf_count": 3775,
  "clock-sinks": 3811,
  "fillCellCount": 78623,
  "via_per_inst": 4.53,
  "rows": 333,
  "hold_buffers": 0,
  "antenna_found_initial": 25,
  "holdPathStages": 0,
  "crit_path_start_kind": "input pin",
  "timing.critical_path.fanout_max": 99,
  "drcViolationCount": 0,
  "whs_ns": 0.380,
  "die_x_um": 911,
  "lay_top_cells": "3775 x edfxtp_1, 3561 x ha_1, 2950 x inv_1",
  "fp_util": 0.301,
  "chipHeight_um": 911,
  "routed_wl_um": 565000,
  "power_leakage_nw": 121,
  "postSynth.asyncResetShare": 0,
  "hpwl_um": 453000,
  "maxCapViolCount": 0,
  "syn_avg_cell_area_um2": 12.0,
  "power.density_mw_per_mm2": 40.3,
  "max_freq_mhz": 48.2,
  "period_used_share": 0.270,
  "ff_type": "edfxtp_1",
  "ys_chip_area_mm2": 0.248,
  "seq_area_mm2": 0.114,
  "path_clk_slew_ns": 0.06,
  "yosysTopAreaCell": "edfxtp_1",
  "critPathKind": "in2reg",
  "cts_resized": 0,
  "hold_viol": 0,
  "post_cts_buffers": 0,
  "die_area_mm2": 0.830,
  "worst-endpoint-required_ns": 77.42,
  "cts_tree": "done",
  "ys_cells": 20724,
  "port-buffer-count": 905
}
-- power breakdown --
| part | switching (mW) | internal [mW] |
|---|---|---|
| clock | 0.888 | 1.26 |
| combinational | 3.21 | 2.46 |
| sequential | 0.376 | 3.34 |
| total | 4.47 | 7.05 |
-- final cells by class --
type,count,share of cell area
clock buffer,516,0.0397
antenna,5,0.0000437
tap,10887,0.0476
clock inverter,279,0.0120
sequential,3811,0.399
timing repair buffer,1021,0.0350
inverter,2953,0.0387
multi-input combinational,13917,0.428
-- state kept, by name, indices dropped and copies added, names as in the netlist, 142 cells and up --
register,cells
product1_s1,423
sum2_s2,263
p1_s0,300
sum1_s2,260
p3_s0,288
product2_s1,415
product3_s1,414
p2_s0,300
sum3_s2,264
sum3_s3,142
-- critical path, cell delays in order --
cell and delay, ns:
buf_16 0.18, buf_4 0.46, buf_4 0.57, buf_4 0.55, buf_12 0.44, buf_4 0.56, buf_4 0.66, buf_4 0.68
buf_4 0.73, buf_4 0.70
-- cells in the mapped netlist (all sizes together) (28+ instances only) --
master and n:
fa 887, and3 151, o311ai 31, o21a 214, o2111ai 40, mux2i 37
or2 80, a21o 475, a211o 62, inv 2950, nor3 379, o41a 28
nand3 316, o211ai 76, o41ai 41, a41oi 35, o31ai 62, or3 112
and2 70, dfxtp 36, ha 3561, edfxtp 3775, xor2 445, a2111oi 46
nand2b 180, a21oi 1175, a211oi 109, a31o 44, a21boi 99, nand4 58
nor2 1108, xnor2 1550, a311oi 33, nor4 34, nor2b 277, o21ai 736
nand2 666, a31oi 139, o21bai 260
-- worst paths after layout --
| kind | from | end | slack (ns) |
|---|---|---|---|
| setup reg to reg | p3_s0[8][3] | product3_s1[8][18] | 71.79 |
| hold reg to reg | sum3_s2[12][16] | sum3_s3[6][16] | 0.38 |
| setup / recovery | rst_n | sum2_s2[3][17] | 56.04 |
| hold / removal | sum3_s2[12][16] | sum3_s3[6][16] | 0.38 |
-- kinds of logic (layout without fill, tap and decap cells) --
logic type / after synthesis / in the layout / share of synthesized area
other: 0 / 5 / 0
XOR/XNOR: 1995 / 1995 / 0.0705
flip-flops: 3811 / 3811 / 0.460
AND/OR/NAND/NOR: 3516 / 3516 / 0.0679
multiplexers: 60 / 60 / 0.00254
AND-OR/OR-AND: 3897 / 3897 / 0.102
buffers and inverters: 2996 / 4769 / 0.0454
adder cells (fa/ha/maj): 4449 / 4449 / 0.251
-- through the flow --
stage	setup slack (ns)	instance area [um2]	power, mW	utilization
3_5_place_dp	54.84	271000	9.45	0.330
4_1_cts	56.02	286000	11.7	0.348
6_report	56.04	286000	11.5	0.348
3_3_place_gp	54.91	271000	9.45	0.330
5_1_grt	55.62	286000	12.5	0.348
2_1_floorplan	39.81	248000	7.78	-
-- layer usage --
layer | part of all wire | GRT usage | wire length (um)
met5 | 0.00016 | 0 | 92
met4 | 0.030 | 0.0329 | 16800
met3 | 0.10 | 0.0634 | 58300
met2 | 0.44 | 0.216 | 251000
met1 | 0.42 | 0.192 | 239000
Power figures rest on the tool's default switching activity, not on a simulated workload.
