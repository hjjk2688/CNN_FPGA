### ./config.mk
export PLATFORM = sky130hd
export DESIGN_NAME = conv1_layer
export DESIGN_NICKNAME = conv1_layer
export VERILOG_FILES = /design/flow/design.v
export SDC_FILE = /design/flow/constraint.sdc
export NUM_CORES = 4
export LEC_CHECK = 1
export CORE_UTILIZATION = 40
### ./constraint.sdc
current_design conv1_layer

set clk_period 12.3
set clk_io_pct 0.2

create_clock -name clk0 -period $clk_period [get_ports {clk}]

set non_clock_inputs [all_inputs -no_clocks]
set_input_delay [expr $clk_period * $clk_io_pct] -clock clk0 $non_clock_inputs
set_output_delay [expr $clk_period * $clk_io_pct] -clock clk0 [all_outputs]
### ./design.v
module conv1_buf #(
    parameter WIDTH     = 28,
    parameter HEIGHT    = 28,
    parameter DATA_BITS = 8
)(
    input                        clk,
    input                        rst_n,
    input                        valid_in,
    input  signed [DATA_BITS-1:0] data_in,
    output wire signed [DATA_BITS-1:0] data_out_0,  data_out_1,  data_out_2,  data_out_3,  data_out_4,
    output wire signed [DATA_BITS-1:0] data_out_5,  data_out_6,  data_out_7,  data_out_8,  data_out_9,
    output wire signed [DATA_BITS-1:0] data_out_10, data_out_11, data_out_12, data_out_13, data_out_14,
    output wire signed [DATA_BITS-1:0] data_out_15, data_out_16, data_out_17, data_out_18, data_out_19,
    output wire signed [DATA_BITS-1:0] data_out_20, data_out_21, data_out_22, data_out_23, data_out_24,
    output reg                   valid_out_buf
);
    reg [DATA_BITS-1:0] line1_regs [0:WIDTH-1];
    reg [DATA_BITS-1:0] line2_regs [0:WIDTH-1];
    reg [DATA_BITS-1:0] line3_regs [0:WIDTH-1];
    reg [DATA_BITS-1:0] line4_regs [0:WIDTH-1];
    reg [DATA_BITS-1:0] s0[0:4], s1[0:4], s2[0:4], s3[0:4], s4[0:4];
    reg [$clog2(WIDTH)-1:0]  col_cnt;
    reg [$clog2(HEIGHT)-1:0] row_cnt;
    integer i;
    always @(posedge clk) begin
        if (!rst_n) begin
            col_cnt <= 0;
            row_cnt <= 0;
            valid_out_buf <= 0; 
            for (i = 0; i < 5; i = i + 1) begin
                s0[i] <= 0; s1[i] <= 0; s2[i] <= 0; s3[i] <= 0; s4[i] <= 0;
            end
        end else if (valid_in) begin
            line4_regs[col_cnt] <= line3_regs[col_cnt];
            line3_regs[col_cnt] <= line2_regs[col_cnt];
            line2_regs[col_cnt] <= line1_regs[col_cnt];
            line1_regs[col_cnt] <= data_in;
            s4[0] <= line4_regs[col_cnt]; s4[1] <= s4[0]; s4[2] <= s4[1]; s4[3] <= s4[2]; s4[4] <= s4[3];
            s3[0] <= line3_regs[col_cnt]; s3[1] <= s3[0]; s3[2] <= s3[1]; s3[3] <= s3[2]; s3[4] <= s3[3];
            s2[0] <= line2_regs[col_cnt]; s2[1] <= s2[0]; s2[2] <= s2[1]; s2[3] <= s2[2]; s2[4] <= s2[3];
            s1[0] <= line1_regs[col_cnt]; s1[1] <= s1[0]; s1[2] <= s1[1]; s1[3] <= s1[2]; s1[4] <= s1[3];
            s0[0] <= data_in;             s0[1] <= s0[0]; s0[2] <= s0[1]; s0[3] <= s0[2]; s0[4] <= s0[3];
            if (col_cnt == WIDTH - 1) begin
                col_cnt <= 0;
                if (row_cnt == HEIGHT - 1) row_cnt <= 0;
                else row_cnt <= row_cnt + 1;
            end else begin
                col_cnt <= col_cnt + 1;
            end
            valid_out_buf <= (row_cnt >= 4) && (col_cnt >= 4 && col_cnt <= 27);
        end else begin
            valid_out_buf <= 1'b0;
        end
    end
    assign {data_out_0,  data_out_1,  data_out_2,  data_out_3,  data_out_4}  = {s4[4],s4[3],s4[2],s4[1],s4[0]};
    assign {data_out_5,  data_out_6,  data_out_7,  data_out_8,  data_out_9}  = {s3[4],s3[3],s3[2],s3[1],s3[0]};
    assign {data_out_10, data_out_11, data_out_12, data_out_13, data_out_14} = {s2[4],s2[3],s2[2],s2[1],s2[0]};
    assign {data_out_15, data_out_16, data_out_17, data_out_18, data_out_19} = {s1[4],s1[3],s1[2],s1[1],s1[0]};
    assign {data_out_20, data_out_21, data_out_22, data_out_23, data_out_24} = {s0[4],s0[3],s0[2],s0[1],s0[0]};
endmodule
module conv1_calc (
    input                       clk,
    input                       rst_n,
    input                       valid_out_buf,
    input    signed   [7:0]           data_out_0, data_out_1, data_out_2, data_out_3, data_out_4,
                                data_out_5, data_out_6, data_out_7, data_out_8, data_out_9,
                                data_out_10, data_out_11, data_out_12, data_out_13, data_out_14,
                                data_out_15, data_out_16, data_out_17, data_out_18, data_out_19,
                                data_out_20, data_out_21, data_out_22, data_out_23, data_out_24,
    output reg  signed [11:0]          conv_out_1, conv_out_2, conv_out_3,
    output reg                  valid_out_calc
);
    localparam P_STAGES = 6;
       wire signed [7:0] b1 = 8'sh88;
       wire signed [7:0] b2 = 8'sh00;
       wire signed [7:0] b3 = 8'sh00;
    function signed [7:0] get_w1(input [4:0] addr);
        case(addr)
            5'd00: get_w1 = 8'sh00; 5'd01: get_w1 = 8'shcd; 5'd02: get_w1 = 8'shf9; 5'd03: get_w1 = 8'shef; 5'd04: get_w1 = 8'sh07; 
            5'd05: get_w1 = 8'sh43; 5'd06: get_w1 = 8'shef; 5'd07: get_w1 = 8'shdd; 5'd08: get_w1 = 8'shee; 5'd09: get_w1 = 8'sh13; 
            5'd10: get_w1 = 8'sh31; 5'd11: get_w1 = 8'sh38; 5'd12: get_w1 = 8'sh34; 5'd13: get_w1 = 8'sh19; 5'd14: get_w1 = 8'shfe; 
            5'd15: get_w1 = 8'sh11; 5'd16: get_w1 = 8'sh0c; 5'd17: get_w1 = 8'shfe; 5'd18: get_w1 = 8'shc8; 5'd19: get_w1 = 8'shb3; 
            5'd20: get_w1 = 8'shf0; 5'd21: get_w1 = 8'she1; 5'd22: get_w1 = 8'sh10; 5'd23: get_w1 = 8'sh3c; 5'd24: get_w1 = 8'sh7f; 
            default: get_w1 = 8'sh00;
        endcase
    endfunction
    function signed [7:0] get_w2(input [4:0] addr);
        case(addr)
            5'd00: get_w2 = 8'sh1e; 5'd01: get_w2 = 8'sh26; 5'd02: get_w2 = 8'sh24; 5'd03: get_w2 = 8'sh2e; 5'd04: get_w2 = 8'she6; 
            5'd05: get_w2 = 8'sh1b; 5'd06: get_w2 = 8'she2; 5'd07: get_w2 = 8'sh01; 5'd08: get_w2 = 8'sh21; 5'd09: get_w2 = 8'sh01; 
            5'd10: get_w2 = 8'sh2b; 5'd11: get_w2 = 8'shff; 5'd12: get_w2 = 8'sh15; 5'd13: get_w2 = 8'sh04; 5'd14: get_w2 = 8'sh0d; 
            5'd15: get_w2 = 8'sh0f; 5'd16: get_w2 = 8'she5; 5'd17: get_w2 = 8'she9; 5'd18: get_w2 = 8'shde; 5'd19: get_w2 = 8'sh2d; 
            5'd20: get_w2 = 8'shef; 5'd21: get_w2 = 8'shf2; 5'd22: get_w2 = 8'sh00; 5'd23: get_w2 = 8'sh13; 5'd24: get_w2 = 8'sh19; 
            default: get_w2 = 8'sh00;
        endcase
    endfunction
    function signed [7:0] get_w3(input [4:0] addr);
        case(addr)
            5'd00: get_w3 = 8'sh1f; 5'd01: get_w3 = 8'sh2f; 5'd02: get_w3 = 8'sh1e; 5'd03: get_w3 = 8'sh19; 5'd04: get_w3 = 8'sh17; 
            5'd05: get_w3 = 8'sh08; 5'd06: get_w3 = 8'sh03; 5'd07: get_w3 = 8'shfa; 5'd08: get_w3 = 8'sh0e; 5'd09: get_w3 = 8'sh28; 
            5'd10: get_w3 = 8'shbb; 5'd11: get_w3 = 8'sh35; 5'd12: get_w3 = 8'sh3f; 5'd13: get_w3 = 8'sh36; 5'd14: get_w3 = 8'sh05; 
            5'd15: get_w3 = 8'shc6; 5'd16: get_w3 = 8'shd5; 5'd17: get_w3 = 8'sh04; 5'd18: get_w3 = 8'shfb; 5'd19: get_w3 = 8'shea; 
            5'd20: get_w3 = 8'sh85; 5'd21: get_w3 = 8'sh80; 5'd22: get_w3 = 8'sh80; 5'd23: get_w3 = 8'sh80; 5'd24: get_w3 = 8'sh80; 
            default: get_w3 = 8'sh00;
        endcase
    endfunction
    reg [7:0] p_s0 [0:24]; 
    reg signed [15:0] product1_s1[0:24], product2_s1[0:24], product3_s1[0:24];
    reg signed [17:0] sum1_s2[0:12], sum2_s2[0:12], sum3_s2[0:12];
    reg signed [17:0] sum1_s3[0:6],  sum2_s3[0:6],  sum3_s3[0:6];
    reg signed [17:0] sum1_s4[0:3],  sum2_s4[0:3],  sum3_s4[0:3];
    reg signed [17:0] sum1_s5[0:1],  sum2_s5[0:1],  sum3_s5[0:1];
    reg signed [18:0] sum1_s6, sum2_s6, sum3_s6;
    reg [P_STAGES-1:0] valid_pipe;
    integer i;  
    always @(posedge clk) begin
        if (!rst_n) begin
            valid_pipe <= 0;
            valid_out_calc <= 0;
            conv_out_1 <= 0;
            conv_out_2 <= 0;
            conv_out_3 <= 0;
            for (i=0; i<25; i=i+1) begin p_s0[i] <= 0; product1_s1[i] <= 0; product2_s1[i] <= 0; product3_s1[i] <= 0; end
            for (i=0; i<13; i=i+1) begin sum1_s2[i] <= 0; sum2_s2[i] <= 0; sum3_s2[i] <= 0; end
            for (i=0; i<7; i=i+1)  begin sum1_s3[i] <= 0; sum2_s3[i] <= 0; sum3_s3[i] <= 0; end
            for (i=0; i<4; i=i+1)  begin sum1_s4[i] <= 0; sum2_s4[i] <= 0; sum3_s4[i] <= 0; end
            for (i=0; i<2; i=i+1)  begin sum1_s5[i] <= 0; sum2_s5[i] <= 0; sum3_s5[i] <= 0; end
            sum1_s6 <= 0; sum2_s6 <= 0; sum3_s6 <= 0;
        end else begin
            valid_pipe <= {valid_pipe[P_STAGES-2:0], valid_out_buf};
            valid_out_calc <= valid_pipe[P_STAGES-1];
            if (valid_out_buf) begin
                p_s0[0] <= data_out_0; p_s0[1] <= data_out_1; p_s0[2] <= data_out_2; p_s0[3] <= data_out_3; p_s0[4] <= data_out_4;
                p_s0[5] <= data_out_5; p_s0[6] <= data_out_6; p_s0[7] <= data_out_7; p_s0[8] <= data_out_8; p_s0[9] <= data_out_9;
                p_s0[10] <= data_out_10; p_s0[11] <= data_out_11; p_s0[12] <= data_out_12; p_s0[13] <= data_out_13; p_s0[14] <= data_out_14;
                p_s0[15] <= data_out_15; p_s0[16] <= data_out_16; p_s0[17] <= data_out_17; p_s0[18] <= data_out_18; p_s0[19] <= data_out_19;
                p_s0[20] <= data_out_20; p_s0[21] <= data_out_21; p_s0[22] <= data_out_22; p_s0[23] <= data_out_23; p_s0[24] <= data_out_24;
            end
            for (i = 0; i < 25; i = i + 1) begin
                product1_s1[i] <= $signed(p_s0[i]) * get_w1(i);
                product2_s1[i] <= $signed(p_s0[i]) * get_w2(i);
                product3_s1[i] <= $signed(p_s0[i]) * get_w3(i);
            end
            for (i = 0; i < 12; i = i + 1) begin
                sum1_s2[i] <= product1_s1[2*i] + product1_s1[2*i+1];
                sum2_s2[i] <= product2_s1[2*i] + product2_s1[2*i+1];
                sum3_s2[i] <= product3_s1[2*i] + product3_s1[2*i+1];
            end
            sum1_s2[12] <= product1_s1[24]; sum2_s2[12] <= product2_s1[24]; sum3_s2[12] <= product3_s1[24];
            for (i = 0; i < 6; i = i + 1) begin
                sum1_s3[i] <= sum1_s2[2*i] + sum1_s2[2*i+1];
                sum2_s3[i] <= sum2_s2[2*i] + sum2_s2[2*i+1];
                sum3_s3[i] <= sum3_s2[2*i] + sum3_s2[2*i+1];
            end
            sum1_s3[6] <= sum1_s2[12]; sum2_s3[6] <= sum2_s2[12]; sum3_s3[6] <= sum3_s2[12];
            sum1_s4[0] <= sum1_s3[0] + sum1_s3[1]; sum1_s4[1] <= sum1_s3[2] + sum1_s3[3]; sum1_s4[2] <= sum1_s3[4] + sum1_s3[5]; sum1_s4[3] <= sum1_s3[6];
            sum2_s4[0] <= sum2_s3[0] + sum2_s3[1]; sum2_s4[1] <= sum2_s3[2] + sum2_s3[3]; sum2_s4[2] <= sum2_s3[4] + sum2_s3[5]; sum2_s4[3] <= sum2_s3[6];
            sum3_s4[0] <= sum3_s3[0] + sum3_s3[1]; sum3_s4[1] <= sum3_s3[2] + sum3_s3[3]; sum3_s4[2] <= sum3_s3[4] + sum3_s3[5]; sum3_s4[3] <= sum3_s3[6];
            sum1_s5[0] <= sum1_s4[0] + sum1_s4[1]; sum1_s5[1] <= sum1_s4[2] + sum1_s4[3];
            sum2_s5[0] <= sum2_s4[0] + sum2_s4[1]; sum2_s5[1] <= sum2_s4[2] + sum2_s4[3];
            sum3_s5[0] <= sum3_s4[0] + sum3_s4[1]; sum3_s5[1] <= sum3_s4[2] + sum3_s4[3];
            sum1_s6 <= sum1_s5[0] + sum1_s5[1];
            sum2_s6 <= sum2_s5[0] + sum2_s5[1];
            sum3_s6 <= sum3_s5[0] + sum3_s5[1];
            if (valid_pipe[P_STAGES-1]) begin
                conv_out_1 <= ($signed(sum1_s6) >>> 7) + b1;
                conv_out_2 <= ($signed(sum2_s6) >>> 7) + b2;
                conv_out_3 <= ($signed(sum3_s6) >>> 7) + b3;
            end 
        end
    end
endmodule
 module conv1_layer (
   input clk,
   input rst_n,
   input valid_in,
   input signed [7:0] data_in,
   output signed [11:0] conv_out_1, conv_out_2, conv_out_3,
   output valid_out_conv
 );
 wire signed [7:0] data_out_0, data_out_1, data_out_2, data_out_3, data_out_4,
  data_out_5, data_out_6, data_out_7, data_out_8, data_out_9,
  data_out_10, data_out_11, data_out_12, data_out_13, data_out_14,
  data_out_15, data_out_16, data_out_17, data_out_18, data_out_19,
  data_out_20, data_out_21, data_out_22, data_out_23, data_out_24;
 wire valid_out_buf;
 conv1_buf #(.WIDTH(28), .HEIGHT(28), .DATA_BITS(8)) conv1_buf(
   .clk(clk),
   .rst_n(rst_n),
   .valid_in(valid_in),
   .data_in(data_in),
   .data_out_0(data_out_0),
   .data_out_1(data_out_1),
   .data_out_2(data_out_2),
   .data_out_3(data_out_3),
   .data_out_4(data_out_4),
   .data_out_5(data_out_5),
   .data_out_6(data_out_6),
   .data_out_7(data_out_7),
   .data_out_8(data_out_8),
   .data_out_9(data_out_9),
   .data_out_10(data_out_10),
   .data_out_11(data_out_11),
   .data_out_12(data_out_12),
   .data_out_13(data_out_13),
   .data_out_14(data_out_14),
   .data_out_15(data_out_15),
   .data_out_16(data_out_16),
   .data_out_17(data_out_17),
   .data_out_18(data_out_18),
   .data_out_19(data_out_19),
   .data_out_20(data_out_20),
   .data_out_21(data_out_21),
   .data_out_22(data_out_22),
   .data_out_23(data_out_23),
   .data_out_24(data_out_24),
   .valid_out_buf(valid_out_buf)
 );
 conv1_calc conv1_calc(
   .clk(clk),
   .rst_n(rst_n),
   .valid_out_buf(valid_out_buf),
   .data_out_0(data_out_0),
   .data_out_1(data_out_1),
   .data_out_2(data_out_2),
   .data_out_3(data_out_3),
   .data_out_4(data_out_4),
   .data_out_5(data_out_5),
   .data_out_6(data_out_6),
   .data_out_7(data_out_7),
   .data_out_8(data_out_8),
   .data_out_9(data_out_9),
   .data_out_10(data_out_10),
   .data_out_11(data_out_11),
   .data_out_12(data_out_12),
   .data_out_13(data_out_13),
   .data_out_14(data_out_14),
   .data_out_15(data_out_15),
   .data_out_16(data_out_16),
   .data_out_17(data_out_17),
   .data_out_18(data_out_18),
   .data_out_19(data_out_19),
   .data_out_20(data_out_20),
   .data_out_21(data_out_21),
   .data_out_22(data_out_22),
   .data_out_23(data_out_23),
   .data_out_24(data_out_24),
   .conv_out_1(conv_out_1),
   .conv_out_2(conv_out_2),
   .conv_out_3(conv_out_3),
   .valid_out_calc(valid_out_conv)
 );
 endmodule
### ./run.sh
#!/bin/bash
# OpenROAD 26Q1-2900-gdf79404cd8, Yosys 0.63+post, stock flow scripts
make -C /OpenROAD-flow-scripts/flow DESIGN_CONFIG=/design/flow/config.mk WORK_HOME=/design/flow/orfs finish
==> flow_summary.json <==
{
  "report.final.slew_viol_count": 0,
  "routabilityCongestion": 0.946,
  "grt_start_max_net_pins": 125,
  "required_ns": 13.18,
  "synth-seq-area-share_pct": 41.6,
  "skew_ns": 0.0709,
  "yosys_most_used_dff": "dfxtp_1",
  "dieHeight_um": 694,
  "grt_pass1_wl_um": 717000,
  "ys_area_um2": 192000,
  "min_period_ns": 5.21,
  "worst_setup_path_end_kind": "register",
  "row_count": 253,
  "insertion_delay_ns": 1.01,
  "syn_area_um2": 192000,
  "wl_um": 462000,
  "timing_hold_violations_final": 0,
  "io_buffer_count": 47,
  "post_cts.repair.setup_buffers": 0,
  "ys_ff": 3535,
  "crit_path_max_fanout": 65,
  "drv_cap": 0,
  "first_iter_violations": 6671,
  "cts.sinks": 3535,
  "cts_root_buf": "clkbuf_16",
  "dpl_cell_area_um2": 200000,
  "route.detailed.drc": 0,
  "setup_viol": 0,
  "cts_hold_buf": 0,
  "die_x_um": 694,
  "worst_pin_slew_ns": 1.00,
  "layout-drive-gt1-share_pct": 6.16,
  "ys_cells": 18279,
  "r2r_slack_ns": 7.30,
  "synth_cell_types": 83,
  "leakage_nw": 94.9,
  "cts_buffers": 384,
  "first_global_vias": 122895,
  "whs_endpoint": "conv1_calc.sum2_s4[3][0]",
  "syn_inst": 18279,
  "cpMaxStageDelayCell": "buf_4",
  "antenna_left": 0,
  "irDropWorstVdd_mv": 0.115,
  "antenna_found_initial": 20,
  "htree_levels": 5,
  "status": "completed",
  "crit_chain": "buf_8 -> buf_4 -> buf_4 -> buf_4 -> buf_4 -> buf_4 -> nand2_1 -> mux2i_1",
  "cts_tree": "yes",
  "path_common_cell": "buf_4",
  "gr-usage-all-layers_pct": 20.1,
  "rr_startpoint": "conv1_calc.p_s0[24][6]",
  "area_growth_pct": 11.3,
  "worstSetupPathType": "input pin to register",
  "rr_endpoint": "conv1_calc.product1_s1[24][15]",
  "syn_area_per_cell_um2": 10.5,
  "fp_util_pct": 40.3,
  "cts.path.max_buffers": 4,
  "wl_per_cell_um": 18.4,
  "rsz0062_at_grt": "no",
  "worstHoldPathCells": 1,
  "final_area_um2": 213000,
  "p_per_area_nw_per_um2": 115,
  "firstDrtPassIters": 6,
  "fin_crit_sh_pct": 42.4,
  "hold_start": "conv1_calc.sum2_s3[6][0]",
  "min_path_type": "register to register",
  "clock.fmax_ghz": 0.192,
  "setup_tns_ns": 0,
  "dieArea_um2": 482000,
  "start_kind": "input pin",
  "critPathArrivalTime_ns": 6.09,
  "slew_headroom_pct": 32.7,
  "tool_warnings": 210,
  "post_drt_via_cell_ratio": 4.98,
  "num_vias": 125053,
  "grt.overflow.total": 0,
  "fillers": 43662,
  "coreArea_um2": 476000,
  "num_io_pins": 48,
  "path_clk_slew_ns": 0.07,
  "ctsResizeCount": 0,
  "edf_count": 896,
  "async_reset_ff_share_pct": 0,
  "hpwl_um": 347000,
  "synth.yosys.warnings": 23,
  "crit_path_max_incr_delay_ns": 0.60,
  "r2r_cells": 16
}
stage by stage:
step	worst slack (ns)	utilization (%)	hold WS (ns)	power, mW	instances
detailed placement	6.06	42.0	0.417	12.9	24404
floorplan	7.09	-	0.412	12.7	18279
finish	7.09	44.8	0.417	24.6	25120
global route	6.86	44.8	0.434	25.4	25117
CTS	7.11	44.8	0.422	24.9	25114
global placement	6.13	42.0	0.414	12.9	24404
critical path, delay by kind of cell:
kind / cells / cell delay, ns
AND/OR/NAND/NOR: 1 / 0.16
buffers and inverters: 6 / 3.03
multiplexers: 1 / 0.18
worst max path at each step:
stage / depth (start not counted) / slack, ns / to / startpoint
CTS: 8 / 7.11 / conv1_calc.product2_s1[1][13] / rst_n
global route: 8 / 6.86 / conv1_calc.sum3_s2[1][14] / rst_n
finish: 8 / 7.09 / conv1_calc.product2_s1[1][13] / rst_n
flip-flops by register name (all words and copies together) (netlist names), 115 cells and up, named ones only:
signal,flops
conv1_buf.line1_regs,224
conv1_buf.line3_regs,224
conv1_calc.sum3_s3,115
conv1_calc.product3_s1,309
conv1_calc.product1_s1,280
conv1_calc.product2_s1,270
conv1_buf.line2_regs,224
conv1_calc.sum3_s2,203
conv1_calc.p_s0,200
conv1_calc.sum2_s2,207
conv1_calc.sum2_s3,120
conv1_calc.sum1_s2,211
conv1_buf.line4_regs,224
conv1_calc.sum1_s3,123
metal layers:
layer  GRT usage, %  share of wire, %  vias to the layer above
met5         0.0900             0.026                        -
met4           4.26               2.6                       12
met3           5.98               7.2                      619
met2           30.2                44                     2602
met1           29.9                46                    58556
li1               -                 -                    63264
cells by family after synthesis:
family          after synthesis  synth area share, %
buf+inv                    2094                 4.12
xor+xnor                   1182                 5.40
compound gates             2900                 9.75
flops                      3535                 41.6
simple gates               4852                 12.0
fa+ha+maj                  2955                 21.6
mux                         761                 5.45
power by group:
group          internal [mW]  switching, mW
logic                  0.179          0.409
registers               12.0         0.0604
clock network           7.00           4.95
cells in the mapped netlist (32+ instances only):
library cell  number  share of area [%]
a21o_1           474                1.9
nand3_1          107               0.28
dfxtp_1         2639                 28
nand2_1          557                1.1
xnor2_1          696                3.2
o21a_1           243               0.95
a21boi_0          32               0.13
and3_1            72               0.24
o31a_1            43               0.20
and2_1           549                1.8
or3_1             47               0.15
a31oi_1          148               0.48
a2111oi_0         43               0.20
fa_1             593                6.2
o221ai_1          33               0.15
nor3b_1          100               0.39
xor2_1           486                2.2
o21bai_1          66               0.26
a21oi_1          779                2.0
nand4_1           55               0.18
nand2b_1         215               0.70
o31ai_1           43               0.17
nor2_1          2217                4.3
a211oi_1         109               0.43
ha_1            2361                 15
mux4_2           224                2.6
mux2i_1          520                2.7
nor3_1           422                1.1
edfxtp_1         896                 14
nor2b_1          388                1.3
clkbuf_1         412               0.81
inv_1           1628                3.2
o21ai_0          601                1.6
layout by cell type, fill, tap and decap left out, drive strengths merged, types with 72 or more instances in the layout:
cell type  instances
a21oi            779
a31oi            148
inv             1662
dfxtp           2639
ha              2361
nor2            2217
mux2i            520
nor2b            388
xnor2            696
clkinv           105
nand2            557
xor2             486
fa               593
a21o             474
mux4             224
a211oi           109
o21ai            602
o21a             243
buf              169
nor3             424
and2             557
and3              72
nand3            107
clkbuf           515
nor3b            100
nand2b           215
edfxtp           896
final cells by class:
class	instances	area, um2	share of cell area, %
clock buffers	515	10800	5.07
flip-flops and latches	3535	79800	37.4
well taps	6375	7980	3.74
diodes	6	15.0	0.00705
inverters	1630	6130	2.87
multi-input cells	12650	104000	48.9
repair buffers	214	1760	0.825
clock inverters	195	2400	1.12
No activity file was given, so power comes from the tool's default toggle rates.
