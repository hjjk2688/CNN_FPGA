===== config.mk =====
export PLATFORM = sky130hd
export DESIGN_NAME = conv2_calc_3
export DESIGN_NICKNAME = conv2_calc_3
export VERILOG_FILES = /design/flow/design.v
export SDC_FILE = /design/flow/constraint.sdc
export NUM_CORES = 4
export LEC_CHECK = 1
export CORE_UTILIZATION = 40

===== constraint.sdc =====
current_design conv2_calc_3

set clk_period 77.8
set clk_io_pct 0.2

create_clock -name clk0 -period $clk_period [get_ports {clk}]

set non_clock_inputs [all_inputs -no_clocks]
set_input_delay [expr $clk_period * $clk_io_pct] -clock clk0 $non_clock_inputs
set_output_delay [expr $clk_period * $clk_io_pct] -clock clk0 [all_outputs]

===== design.v =====
module conv2_calc_3 (
    input                       clk,
    input                       rst_n,
    input        signed               valid_out_buf,
    input     signed  [11:0]          data_out1_0, data_out1_1, data_out1_2, data_out1_3, data_out1_4,
                                data_out1_5, data_out1_6, data_out1_7, data_out1_8, data_out1_9,
                                data_out1_10, data_out1_11, data_out1_12, data_out1_13, data_out1_14,
                                data_out1_15, data_out1_16, data_out1_17, data_out1_18, data_out1_19,
                                data_out1_20, data_out1_21, data_out1_22, data_out1_23, data_out1_24,
    input    signed   [11:0]          data_out2_0, data_out2_1, data_out2_2, data_out2_3, data_out2_4,
                                data_out2_5, data_out2_6, data_out2_7, data_out2_8, data_out2_9,
                                data_out2_10, data_out2_11, data_out2_12, data_out2_13, data_out2_14,
                                data_out2_15, data_out2_16, data_out2_17, data_out2_18, data_out2_19,
                                data_out2_20, data_out2_21, data_out2_22, data_out2_23, data_out2_24,
    input    signed   [11:0]          data_out3_0, data_out3_1, data_out3_2, data_out3_3, data_out3_4,
                                data_out3_5, data_out3_6, data_out3_7, data_out3_8, data_out3_9,
                                data_out3_10, data_out3_11, data_out3_12, data_out3_13, data_out3_14,
                                data_out3_15, data_out3_16, data_out3_17, data_out3_18, data_out3_19,
                                data_out3_20, data_out3_21, data_out3_22, data_out3_23, data_out3_24,
    output reg signed [13:0]    conv_out_calc,
    output reg                  valid_out_calc
);
    localparam P_STAGES = 7;  
    function signed [7:0] get_w1(input [4:0] addr);
        case(addr)
            5'd00: get_w1 = 8'sh1d; 5'd01: get_w1 = 8'sh2a; 5'd02: get_w1 = 8'sh2b; 5'd03: get_w1 = 8'sh24; 5'd04: get_w1 = 8'sh27; 
            5'd05: get_w1 = 8'sh2c; 5'd06: get_w1 = 8'sh2c; 5'd07: get_w1 = 8'sh2c; 5'd08: get_w1 = 8'sh29; 5'd09: get_w1 = 8'sh22; 
            5'd10: get_w1 = 8'sh15; 5'd11: get_w1 = 8'sh1d; 5'd12: get_w1 = 8'sh38; 5'd13: get_w1 = 8'sh31; 5'd14: get_w1 = 8'sh20; 
            5'd15: get_w1 = 8'sh1b; 5'd16: get_w1 = 8'sh26; 5'd17: get_w1 = 8'sh47; 5'd18: get_w1 = 8'sh30; 5'd19: get_w1 = 8'sh26; 
            5'd20: get_w1 = 8'sh2e; 5'd21: get_w1 = 8'sh6b; 5'd22: get_w1 = 8'sh75; 5'd23: get_w1 = 8'sh5a; 5'd24: get_w1 = 8'sh3b; 
            default: get_w1 = 8'sh00;
        endcase
    endfunction
    function signed [7:0] get_w2(input [4:0] addr);
        case(addr)
            5'd00: get_w2 = 8'sh09; 5'd01: get_w2 = 8'sh13; 5'd02: get_w2 = 8'sh1b; 5'd03: get_w2 = 8'sh12; 5'd04: get_w2 = 8'shf9; 
            5'd05: get_w2 = 8'shfa; 5'd06: get_w2 = 8'sh03; 5'd07: get_w2 = 8'sh08; 5'd08: get_w2 = 8'sh01; 5'd09: get_w2 = 8'shfd; 
            5'd10: get_w2 = 8'sh03; 5'd11: get_w2 = 8'shfc; 5'd12: get_w2 = 8'sh08; 5'd13: get_w2 = 8'sh0d; 5'd14: get_w2 = 8'sh08; 
            5'd15: get_w2 = 8'shfa; 5'd16: get_w2 = 8'shf8; 5'd17: get_w2 = 8'sh02; 5'd18: get_w2 = 8'shfb; 5'd19: get_w2 = 8'shfb; 
            5'd20: get_w2 = 8'shf6; 5'd21: get_w2 = 8'shfb; 5'd22: get_w2 = 8'shed; 5'd23: get_w2 = 8'shd1; 5'd24: get_w2 = 8'shb4; 
            default: get_w2 = 8'sh00;
        endcase
    endfunction
    function signed [7:0] get_w3(input [4:0] addr);
        case(addr)
            5'd00: get_w3 = 8'shf6; 5'd01: get_w3 = 8'sh0b; 5'd02: get_w3 = 8'sh26; 5'd03: get_w3 = 8'sh1f; 5'd04: get_w3 = 8'sh1a; 
            5'd05: get_w3 = 8'sh07; 5'd06: get_w3 = 8'sh0e; 5'd07: get_w3 = 8'sh17; 5'd08: get_w3 = 8'sh16; 5'd09: get_w3 = 8'sh1e; 
            5'd10: get_w3 = 8'sh0d; 5'd11: get_w3 = 8'sh1a; 5'd12: get_w3 = 8'sh1a; 5'd13: get_w3 = 8'sh16; 5'd14: get_w3 = 8'sh1d; 
            5'd15: get_w3 = 8'sh05; 5'd16: get_w3 = 8'sh02; 5'd17: get_w3 = 8'sh12; 5'd18: get_w3 = 8'sh18; 5'd19: get_w3 = 8'sh25; 
            5'd20: get_w3 = 8'shfb; 5'd21: get_w3 = 8'sh10; 5'd22: get_w3 = 8'sh27; 5'd23: get_w3 = 8'sh28; 5'd24: get_w3 = 8'sh18; 
            default: get_w3 = 8'sh00;
        endcase
    endfunction
    reg [11:0] p1_s0[0:24], p2_s0[0:24], p3_s0[0:24];
    reg signed [19:0] product1_s1[0:24], product2_s1[0:24], product3_s1[0:24];
    reg signed [21:0] sum1_s2[0:12], sum2_s2[0:12], sum3_s2[0:12];
    reg signed [21:0] sum1_s3[0:6],  sum2_s3[0:6],  sum3_s3[0:6];
    reg signed [21:0] sum1_s4[0:3],  sum2_s4[0:3],  sum3_s4[0:3];
    reg signed [21:0] sum1_s5[0:1],  sum2_s5[0:1],  sum3_s5[0:1];
    reg signed [22:0] sum1_s6, sum2_s6, sum3_s6;
    reg signed [23:0] final_sum_s7;
    reg [P_STAGES-1:0] valid_pipe;
    integer i;  
    always @(posedge clk) begin
        if (!rst_n) begin
            valid_pipe <= 0;
            valid_out_calc <= 0;
            conv_out_calc <= 0;
            final_sum_s7 <= 0;
        end else begin
            valid_pipe <= {valid_pipe[P_STAGES-2:0], valid_out_buf};
            valid_out_calc <= valid_pipe[P_STAGES-1];
            if (valid_out_buf) begin
                p1_s0[0] <= data_out1_0; p1_s0[1] <= data_out1_1; p1_s0[2] <= data_out1_2; p1_s0[3] <= data_out1_3; p1_s0[4] <= data_out1_4; p1_s0[5] <= data_out1_5; p1_s0[6] <= data_out1_6; p1_s0[7] <= data_out1_7; p1_s0[8] <= data_out1_8; p1_s0[9] <= data_out1_9; p1_s0[10] <= data_out1_10; p1_s0[11] <= data_out1_11; p1_s0[12] <= data_out1_12; p1_s0[13] <= data_out1_13; p1_s0[14] <= data_out1_14; p1_s0[15] <= data_out1_15; p1_s0[16] <= data_out1_16; p1_s0[17] <= data_out1_17; p1_s0[18] <= data_out1_18; p1_s0[19] <= data_out1_19; p1_s0[20] <= data_out1_20; p1_s0[21] <= data_out1_21; p1_s0[22] <= data_out1_22; p1_s0[23] <= data_out1_23; p1_s0[24] <= data_out1_24;
                p2_s0[0] <= data_out2_0; p2_s0[1] <= data_out2_1; p2_s0[2] <= data_out2_2; p2_s0[3] <= data_out2_3; p2_s0[4] <= data_out2_4; p2_s0[5] <= data_out2_5; p2_s0[6] <= data_out2_6; p2_s0[7] <= data_out2_7; p2_s0[8] <= data_out2_8; p2_s0[9] <= data_out2_9; p2_s0[10] <= data_out2_10; p2_s0[11] <= data_out2_11; p2_s0[12] <= data_out2_12; p2_s0[13] <= data_out2_13; p2_s0[14] <= data_out2_14; p2_s0[15] <= data_out2_15; p2_s0[16] <= data_out2_16; p2_s0[17] <= data_out2_17; p2_s0[18] <= data_out2_18; p2_s0[19] <= data_out2_19; p2_s0[20] <= data_out2_20; p2_s0[21] <= data_out2_21; p2_s0[22] <= data_out2_22; p2_s0[23] <= data_out2_23; p2_s0[24] <= data_out2_24;
                p3_s0[0] <= data_out3_0; p3_s0[1] <= data_out3_1; p3_s0[2] <= data_out3_2; p3_s0[3] <= data_out3_3; p3_s0[4] <= data_out3_4; p3_s0[5] <= data_out3_5; p3_s0[6] <= data_out3_6; p3_s0[7] <= data_out3_7; p3_s0[8] <= data_out3_8; p3_s0[9] <= data_out3_9; p3_s0[10] <= data_out3_10; p3_s0[11] <= data_out3_11; p3_s0[12] <= data_out3_12; p3_s0[13] <= data_out3_13; p3_s0[14] <= data_out3_14; p3_s0[15] <= data_out3_15; p3_s0[16] <= data_out3_16; p3_s0[17] <= data_out3_17; p3_s0[18] <= data_out3_18; p3_s0[19] <= data_out3_19; p3_s0[20] <= data_out3_20; p3_s0[21] <= data_out3_21; p3_s0[22] <= data_out3_22; p3_s0[23] <= data_out3_23; p3_s0[24] <= data_out3_24;
            end
            for (i = 0; i < 25; i = i + 1) begin
                product1_s1[i] <= $signed(p1_s0[i]) * get_w1(i);
                product2_s1[i] <= $signed(p2_s0[i]) * get_w2(i);
                product3_s1[i] <= $signed(p3_s0[i]) * get_w3(i);
            end
            for (i=0; i<12; i=i+1) sum1_s2[i] <= product1_s1[2*i] + product1_s1[2*i+1];
            sum1_s2[12] <= product1_s1[24];
            for (i=0; i<6; i=i+1) sum1_s3[i] <= sum1_s2[2*i] + sum1_s2[2*i+1];
            sum1_s3[6] <= sum1_s2[12];
            sum1_s4[0] <= sum1_s3[0] + sum1_s3[1]; sum1_s4[1] <= sum1_s3[2] + sum1_s3[3]; sum1_s4[2] <= sum1_s3[4] + sum1_s3[5]; sum1_s4[3] <= sum1_s3[6];
            sum1_s5[0] <= sum1_s4[0] + sum1_s4[1]; sum1_s5[1] <= sum1_s4[2] + sum1_s4[3];
            sum1_s6 <= sum1_s5[0] + sum1_s5[1];
            for (i=0; i<12; i=i+1) sum2_s2[i] <= product2_s1[2*i] + product2_s1[2*i+1];
            sum2_s2[12] <= product2_s1[24];
            for (i=0; i<6; i=i+1) sum2_s3[i] <= sum2_s2[2*i] + sum2_s2[2*i+1];
            sum2_s3[6] <= sum2_s2[12];
            sum2_s4[0] <= sum2_s3[0] + sum2_s3[1]; sum2_s4[1] <= sum2_s3[2] + sum2_s3[3]; sum2_s4[2] <= sum2_s3[4] + sum2_s3[5]; sum2_s4[3] <= sum2_s3[6];
            sum2_s5[0] <= sum2_s4[0] + sum2_s4[1]; sum2_s5[1] <= sum2_s4[2] + sum2_s4[3];
            sum2_s6 <= sum2_s5[0] + sum2_s5[1];
            for (i=0; i<12; i=i+1) sum3_s2[i] <= product3_s1[2*i] + product3_s1[2*i+1];
            sum3_s2[12] <= product3_s1[24];
            for (i=0; i<6; i=i+1) sum3_s3[i] <= sum3_s2[2*i] + sum3_s2[2*i+1];
            sum3_s3[6] <= sum3_s2[12];
            sum3_s4[0] <= sum3_s3[0] + sum3_s3[1]; sum3_s4[1] <= sum3_s3[2] + sum3_s3[3]; sum3_s4[2] <= sum3_s3[4] + sum3_s3[5]; sum3_s4[3] <= sum3_s3[6];
            sum3_s5[0] <= sum3_s4[0] + sum3_s4[1]; sum3_s5[1] <= sum3_s4[2] + sum3_s4[3];
            sum3_s6 <= sum3_s5[0] + sum3_s5[1];
            final_sum_s7 <= sum1_s6 + sum2_s6 + sum3_s6;
            if (valid_pipe[P_STAGES-1]) begin
                conv_out_calc <= ($signed(final_sum_s7 ) >>> 7) + 8'shfd;
            end
        end
    end
endmodule

===== run.sh =====
#!/bin/bash
# OpenROAD 26Q1-2900-gdf79404cd8, Yosys 0.63+post, stock flow scripts
make -C /OpenROAD-flow-scripts/flow DESIGN_CONFIG=/design/flow/config.mk WORK_HOME=/design/flow/orfs finish

==> qor.yml <==
run_status:
  status: "completed"
grt:
  gr-total-overflow: 0
  grt_pass1_wl_um: 846000
  grt_usage_pct: 18.8
  grt_max_degree: 106
  grt_pass1_vias: 150000
  grt_antenna_before_repair: 21
placed_design:
  dp.cells: 29800
  gp_congestion: 0.914
  dp_hpwl_um: 436000
  io_buffers: 917
worst_setup_path:
  critPathArrivalTime_ns: 21.68
  crit_path_cell_trace: "buf_16 -> buf_4 -> buf_4 -> buf_4 -> buf_4 -> buf_4 -> buf_4 -> buf_4 -> buf_4 -> buf_4"
  r2r_slack_ns: 72.72
  path_class: "in -> reg"
  crit_top_cell: "buf_4"
  cp_max_fo: 60
  worstPathRequired_ns: 78.42
  crit_slowest_cell: "buf_4"
  critPathCaptureType: "register"
  max_stage_delay_ns: 0.71
  start_kind: "input pin"
sta:
  hold_viol: 0
  drv_slew: 0
  rsz0062_at_grt: "false"
  worst_pin_slew_ns: 0.988
  fmax_mhz: 47.5
  fin_worst_skew_ns: 0.0888
  finalHoldWorstSlack_ns: 0.412
  setup_tns_ns: 0
  timing.final.crit_share_pct: 27.1
  slew_headroom_pct: 32.4
  setup_viol: 0
  fin_crit_ns: 21.06
clock_network:
  root_buffer: "clkbuf_16"
  clock-sinks: 3848
  post_cts_buffers: 0
  postCtsResizedCells: 0
  cts_inserted_buffers: 434
  cts_buffer_depth: 4
  clkTransAtPathRegs_ns: 0.06
  tritoncts: "yes"
  h-tree-depth: 5
  cts_hold_buf: 0
  insertion_delay_ns: 1.06
pwr:
  p_int_uw: 6930
  power_frac_comb_pct: 48.7
  finalPower_uw: 11300
  power_density_nw_per_um2: 40.0
  sequentialPowerShare_pct: 32.4
  switching_share_pct: 38.6
  clockPowerShare_pct: 18.8
  p_leak_uw: 0.121
  ir_worst_vdd_uv: 26.2
  p_sw_uw: 4360
synth:
  synth_cell_type_count: 91
  top_cell_area_share_pct: 46.3
  ys.flops: 3848
  async_reset_ff_share_pct: 0
  avgSynthCellArea_um2: 11.9
  yosys-stat-cells: 20700
  yosysTopAreaCell: "edfxtp_1"
  edf_count: 3812
  ff_type: "edfxtp_1"
  synthesis.area_um2: 247000
  yosys_warnings: 19
  syn_inst: 20700
  ys_area_um2: 247000
  topCellsByArea: "edfxtp_1 46%, ha_1 18%, fa_1 6.9%"
  synth_seq_share_pct: 46.6
die:
  die_h_um: 788
  core_area_um2: 615000
  io_pins: 918
  rows: 288
  die_area_um2: 621000
  fp_util_pct: 40.2
  die_w_um: 788
detailed_routing:
  routed_via_density: 4.89
  dr.first_iter.drc_count: 7031
  dr.pass1.iters: 8
  route.detailed.drc: 0
  routed_wl_um: 546000
  routedWlPerCell_um: 17.8
  detail-route-antenna-nets: 0
  vias: 150000
finish:
  final_layout_top_logic_cells: "3812 x edfxtp_1, 3495 x ha_1, 3094 x inv_1"
  final.fill_count: 54000
  drive_above_1_share_pct: 4.15
  post-route-util_pct: 45.9
  area_delta_synth_final_pct: 14.2
  lay_top_count: "edfxtp_1"
  final_cells: 30700
run:
  maxCapViolations: 0
  warning_count: 142
hold_path:
  hold_class: "reg -> reg"
[kinds of logic after synthesis]
| group | synth area share (%) |
|---|---|
| DFF | 46.6 |
| xor gates and xnor gates | 6.69 |
| and+or+nand+nor | 6.89 |
| muxes | 0.199 |
| AOI/OAI and AO/OA | 10.3 |
| buffers and inverters | 4.75 |
| adders and majority gates | 24.6 |
[cell usage after synthesis (31+ instances only)]
library cell,instances
o21bai_1,269
a221oi_1,33
fa_1,846
or3_1,169
a211o_1,37
xnor2_1,1480
nand4_1,45
a21boi_1,31
nand3_1,312
nor3_1,376
o211ai_1,98
inv_1,3094
a31oi_1,96
a2111oi_0,38
nand2b_1,146
a21o_1,445
nor3b_1,31
ha_1,3495
dfxtp_1,36
and3_1,147
nand2_1,694
nor2_1,1073
o31a_1,43
o31ai_1,77
o21ai_1,58
nor2b_1,237
or2_2,54
o21a_1,193
edfxtp_1,3812
xor2_1,406
o41ai_1,64
and2_1,86
a211oi_1,131
a21boi_0,104
nor4_1,35
a21oi_1,1223
o21ai_0,683
[metrics by stage]
stage               cell area, um^2  setup slack (ns)
floorplan                    247000             40.10
detailed placement           267000             55.57
global route                 282000             56.28
CTS                          282000             56.73
global placement             267000             55.71
finish                       282000             56.74
[worst max-delay path: cells and delay by family]
family                 cells  cell delay [ns]
buffers and inverters     10             5.73
[routing by layer]
metal  part of all wire [%]  global-route usage, %  wire (um)  vias up
met5                  0.013                      0         69        -
met4                    3.0                   4.53      16600       12
met3                    8.4                   6.75      45800      663
met2                     46                   29.1     252000     2745
met1                     42                   26.6     231000    69700
li1                       -                      -          -    76800
[state kept, by name (all words and copies together), names as in the netlist, 42 cells and up]
name,cells
p1_s0,300
sum2_s5,42
sum2_s4,81
sum2_s3,144
p3_s0,300
p2_s0,300
sum1_s2,268
sum3_s5,42
sum3_s3,141
product3_s1,413
sum3_s4,78
sum1_s5,42
sum3_s2,264
product1_s1,447
sum1_s3,145
sum2_s2,268
product2_s1,392
sum1_s4,82
[layout make-up]
cell class	instances	area [um^2]	share of cell area [%]
multi-input cells	13700	120000	42.6
flip-flops and latches	3848	115000	40.8
inverters	3097	11600	4.12
clock buffers	510	11400	4.02
well taps	8120	10200	3.60
repair buffers	1038	10100	3.59
clock inverters	298	3550	1.26
diodes	27	67.6	0.0239
[power by group through the flow]
stage                 registers [uW]  logic, uW  clock network (uW)
final                           3660       5500                2130
after global routing            3730       6250                2270
after CTS                       3690       5610                2200
[path summary, 6_finish.rpt]
path	startpoint	end	cells after the start
setup / recovery	rst_n	product1_s1[23][9]	10
hold / removal	sum1_s2[12][1]	sum1_s3[6][1]	0
hold reg to reg	sum1_s2[12][1]	sum1_s3[6][1]	0
setup reg to reg	p1_s0[22][5]	product1_s1[22][18]	17
Power figures rest on the tool's default switching activity, not on a simulated workload.
